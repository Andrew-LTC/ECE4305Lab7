==> flow/design.v <==
`timescale 1ns / 1ps
module timerMs_input
    #(parameter bits = 16)(
    input logic clk, reset,
    input logic [bits - 1:0] finalValue,
    output logic done
    );
    logic [2*bits-1:0] r_reg, r_next;
    always_ff@(posedge clk, posedge reset)
    begin
        if(reset)
            r_reg <= 0;
        else
            r_reg <= r_next;
    end
    assign r_next = (r_reg == finalValue * 1_000_000)? 1 : r_reg + 1;
    assign done = (r_reg == finalValue * 1_000_000);
endmodule
==> flow/run.sh <==
#!/bin/bash
# OpenROAD 26Q1-2900-gdf79404cd8, Yosys 0.63+post, stock flow scripts
make -C /OpenROAD-flow-scripts/flow DESIGN_CONFIG=/design/flow/config.mk WORK_HOME=/design/flow/orfs finish
==> flow/config.mk <==
export PLATFORM = sky130hd
export DESIGN_NAME = timerMs_input
export DESIGN_NICKNAME = timerMs_input
export VERILOG_FILES = /design/flow/design.v
export SDC_FILE = /design/flow/constraint.sdc
export NUM_CORES = 4
export LEC_CHECK = 1
export CORE_UTILIZATION = 40
==> flow/constraint.sdc <==
current_design timerMs_input

set clk_period 12.5
set clk_io_pct 0.2

create_clock -name clk0 -period $clk_period [get_ports {clk}]

set non_clock_inputs [all_inputs -no_clocks]
set_input_delay [expr $clk_period * $clk_io_pct] -clock clk0 $non_clock_inputs
set_output_delay [expr $clk_period * $clk_io_pct] -clock clk0 [all_outputs]
==> results.env <==
STATUS='completed'
MOST_INSTANTIATED_FLIP_FLOP_CELL_IN_THE_SYNTHESIS_NETLIST='dfrtp_1'
CRITICAL_PATH_ARRIVAL_PS=9140
MAXCAPVIOLCOUNT=0
DETAIL_ROUTE.FIRST_PASS.ITERATIONS=4
CRITICAL-PATH-TOP-CELL-BY-COUNT='fa_1'
TRITONCTS='yes'
GRT_ANTENNA_BEFORE_REPAIR=0
FP.COREAREA_UM2=13200
PLACE_CONGESTION=0.919
TOPCOMBFAMILYBYAREA='adder cells'
SYNTHESIS.AREA_UM2=5390
CTS_HOLD_BUF=0
SYNTHESIS.INSTANCES=599
DIE.SIZE.Y_UM=118
MAX_STAGE_DELAY_PS=610
FLOORPLAN.DIE_AREA_UM2=13900
POST_SYNTH_MUX_AREA_SHARE_PCT=1.14
ROUTED_WL_UM=11500
CRITPATHCAPTURETYPE='primary output'
FINAL.SETUP_SKEW_PS=5.58
DRT-WIRELENGTH-PER-CELL_UM=14.6
DRC_ERRORS=0
AREA_GROWTH_PCT=9.31
FRACTION_OF_LAYOUT_CELLS_WITH_A_SIZE_SUFFIX_ABOVE_1_PCT=3.11
SYNTH_AREA_PER_CELL_UM2=8.99
SYNTH_WARNINGS=1
SYNTH-ADDER-AREA-SHARE_PCT=38.2
FINALHOLDVIOLATIONS=0
SETUP-VIOLATIONS-FINAL=0
VIAS_IN_THE_FIRST_GLOBAL_ROUTE=4090
MAXSLEWHEADROOM_PCT=60.1
HOLD_DEPTH=1
LAYOUT.CELLS.NON_FILLER=787
COUNT_OF_CELLS_RESIZED_BY_POST_CTS_REPAIR=0
SETUP.WORST_PATH.START='finalValue[1]'
WORST_HOLD_START='r_reg[5]'
CTS_SETUP_BUFFERS=0
CTSHTREEMAXLEVEL=2
FINAL_ANTENNA_NET_COUNT=0
CRIT_SLOWEST_CELL='clkdlybuf4s50_1'
WORST_SKEW_PAIR.LATE_LATENCY_PS=270
HPWL_DP_UM=9730
WORSTHOLDPATHTYPE='flip-flop to flip-flop'
GRT_UTIL_ALL_LAYERS_PCT=18.5
YOSYS.STAT.CHIPAREA_UM2=5390
GRT_MAX_DEGREE=33
CTS_ROOT_BUF='clkbuf_16'
FINALSETUPTNS_PS=0
FILL_CELLS=1263
LARGEST_REGISTER_FF_COUNT=32
FIN_CRIT_SH_PCT=93.1
AVGVIACOUNTPERCELL=5.16
CLOCK_TREE.BUFFER_DEPTH=2
WORSTSETUPPATHTYPE='primary input to primary output'
GRT_FIRST_PASS_WIRELENGTH_UM=20300
YOSYS_STAT_CELL_TOTAL=599
FMAX_ACHIEVED_MHz=85.9
INITIALDRTVIOLATIONCOUNT=228
WORST-SLEW-PIN-TRANSITION_PS=599
POSTSYNTHREGISTERBITS=32
NUM_IO_PINS=19
YOSYSUNIQUECELLTYPES=56
REPORT.FINAL.SLEW_VIOL_COUNT=0
PATH_DELAY_FAMILY='adder cells'
CP-START-KIND='primary input'
MIN_TO='r_reg[5]'
NUMBER_OF_PLACEMENT_ROWS=42
LAYOUT_MIN_CYCLE_TIME_PS=11640
WORST_R2R_ENDPOINT='r_reg[22]'
SYNTH-ASYNC-RESET-RATIO_PCT=100
FLOORPLANUTILIZATION_PCT=40.8
CTS_BUFFERS=5
CRIT_BUF_INV=6
REG2REG_DEPTH=8
GRT_SETUP_UNREPAIRED='false'
PLACED_CELLS=779
VIAS=4060
WORST_R2R_STARTPOINT='r_reg[19]'
GRT_TOTAL_OVFL=0
SYNTH-SIMPLE-AREA-SHARE_PCT=10.9
CP_CELL_SEQUENCE='clkdlybuf4s50_1 > fa_1 > inv_1 > fa_1 > inv_1 > fa_1 > inv_1 > fa_1 > inv_1 > ha_1 > fa_1 > ha_1 > a21oi_1 > o221ai_1 > nor3_1 > a2111oi_0 > a31o_2 > o211a_1 > nor4b_1 > and3_1 > clkdlybuf4s50_1'
CTS.SINKS=32
XOR_SHARE_PCT=11.8
YS_SH_AOI_PCT=12.8
ANTENNA_DIODE_COUNT=0
SEQUENTIAL_TO_TOTAL_AREA_SHARE_FROM_YOSYS_STAT_PCT=14.9
OPENROAD.WARNINGS=26
CLK_TRANSITION_REPORTED_PATHS_PS=50
CRIT_REQUIRED_PS=10000
DIE_WIDTH_UM=118
FINISH.UTILIZATION_PCT=44.6
PORT_BUFFERS=18
R2R_SETUP_SLACK_PS=9710
FINALHOLDWORSTSLACK_PS=500
CRITPATHMAXFANOUT=10
EDF_COUNT=0
[final cells by class]
class	count	area (µm²)	area share [%]
clock buffers	6	129	2.19
well taps	176	220	3.74
repair buffers	21	203	3.44
clock inverters	2	35.0	0.595
flip-flops and latches	32	801	13.6
inverters	122	458	7.78
multi-input cells	428	4040	68.7
[cell usage in the layout, fill, tap and decap left out, types with 2 or more instances in the layout]
cell type and instances:
ha_1 83, fa_1 51, a21oi_2 2, buf_4 3
o21ai_0 15, clkdlybuf4s50_1 18, o211a_1 2, nor3_1 6
inv_1 122, and4_1 6, a211oi_1 3, xnor2_1 47
xor2_1 21, o21bai_1 3, o21ai_1 2, nand2b_1 2
and3_1 5, o211ai_1 2, nand2_1 28, a21oi_1 21
dfrtp_1 32, nor2_1 23, a21o_1 4, o221ai_1 2
nor2b_1 3, mux2i_1 5, o31a_1 2, clkbuf_16 5
a31oi_1 31, o21a_1 3, nand4_1 13, a31o_2 2
or3_1 3, nand3_1 16, a221oi_1 2
[cell usage after synthesis (2+ instances only)]
master | number | area share [%]
a31o_2 | 2 | 0.33
xnor2_1 | 47 | 7.6
nor3_1 | 6 | 0.56
or3_1 | 3 | 0.35
fa_1 | 51 | 19
and4_1 | 6 | 0.98
nand2b_1 | 2 | 0.23
o21ai_0 | 15 | 1.4
a21oi_1 | 21 | 2.0
a21oi_2 | 2 | 0.33
buf_4 | 5 | 0.70
mux2i_1 | 5 | 0.93
a31oi_1 | 31 | 3.6
dfrtp_1 | 32 | 15
nor2b_1 | 3 | 0.35
inv_1 | 122 | 8.5
and3_1 | 5 | 0.58
nor4b_2 | 2 | 0.56
nand4_1 | 13 | 1.5
xor2_1 | 21 | 3.4
a21o_1 | 4 | 0.56
a221oi_1 | 2 | 0.33
o211a_1 | 2 | 0.37
nand3_1 | 16 | 1.5
o21bai_1 | 3 | 0.42
nor2_1 | 23 | 1.6
clkbuf_1 | 8 | 0.56
o221ai_1 | 2 | 0.33
o211ai_1 | 2 | 0.28
buf_2 | 2 | 0.19
o31a_1 | 2 | 0.33
o21a_1 | 3 | 0.42
nand2_1 | 28 | 2.0
ha_1 | 83 | 19
o21ai_1 | 2 | 0.19
a211oi_1 | 3 | 0.42
[cells by family after synthesis]
logic type                 after synthesis
adders and majority gates              134
and+or+nand+nor                        112
muxes                                    6
buffers and inverters                  139
DFF                                     32
xor gates and xnor gates                70
AOI/OAI and AO/OA                      106
[stage by stage]
step	area (µm²)	setup slack, ps
finish	5890	864
floorplan	5390	2540
detailed placement	5720	913
global placement	5720	928
CTS	5890	863
global route	5890	496
[routing by layer]
layer	global-route usage, %	share of wire (%)
met1	30.6	52
met2	27.9	44
met4	1.36	0.92
met5	0	0
met3	1.68	3.5
[worst max-delay path by stage]
stage          end  cells past startpoint  slack [ps]
finish        done                     21         860
global route  done                     21         500
CTS           done                     20         860
